==> design/flow/design.v <==
module alu (input [31:0] in1, in2,
            input [3:0] alu_sel,
            output reg [31:0] alu_out);
wire lt1, lt2, eq1, eq2;
branch_comp c1 (.rs1(in1), .rs2(in2), .BrUn(1'b0), .BrEq(eq1), .BrLt(lt1));
branch_comp c2 (.rs1(in1), .rs2(in2), .BrUn(1'b1), .BrEq(eq2), .BrLt(lt2));
always @(alu_sel, in1, in2, eq1, eq2, lt1, lt2) begin
  case (alu_sel)
    4'b0000: alu_out= in1 + in2;
    4'b0001: alu_out= in1 - in2;
    4'b0010: alu_out= in1 << in2;
    4'b0011: begin
               if (eq1)
                 alu_out= 32'h00000000;
               else if (lt1)
                 alu_out= 32'hffffffff;
               else
                 alu_out= 32'h00000000;
             end
    4'b0100: begin
               if (eq2)
                 alu_out= 32'h00000000;
               else if (lt2)
                 alu_out= 32'hffffffff;
               else
                 alu_out= 32'h00000000;
             end
    4'b0101: alu_out = in1 ^ in2;
    4'b0110: alu_out= in1 >> in2;
    4'b0111: alu_out= in1 >>> in2;
    4'b1000: alu_out= in1 | in2;
    4'b1001: alu_out= in1 & in2;
    4'b1010: alu_out= in2;  
    default: alu_out= 32'hxxxxxxxx;
  endcase
end
endmodule
module branch_comp (input [31:0] rs1, rs2,
                    input BrUn,
                    output reg BrEq, BrLt);
wire [31:0] rs1_n, rs2_n;
assign rs1_n= (~rs1) +1;
assign rs2_n= (~rs2) +1;
always @(BrUn, rs1, rs2) begin
  if (BrUn==1'b1) begin
    if (rs1 < rs2) begin
      BrLt = 1'b1;
      BrEq = 1'b0;
    end
    else if (rs1 == rs2) begin
      BrEq= 1'b1;
      BrLt= 1'bx;  
    end
    else begin
      BrEq= 1'b0;
      BrLt= 1'b0;
    end
  end
  else begin
    case ({rs1[31], rs2[31]})
      2'b10: begin                 
               BrLt= 1'b1;
               BrEq= 1'b0;
             end
      2'b01: begin                 
               BrLt= 1'b0;
               BrEq= 1'b0;
             end
      2'b00:   begin               
               if (rs1 < rs2) begin
                 BrLt = 1'b1;
                 BrEq = 1'b0;
               end
               else if (rs1 == rs2) begin
                 BrEq= 1'b1;
                 BrLt= 1'bx;
               end
               else begin
                 BrEq= 1'b0;
                 BrLt= 1'b0;
               end
               end
      2'b11: begin
              if (rs1_n < rs2_n) begin
                BrLt = 1'b0;
                BrEq = 1'b0;
              end
              else if (rs1_n == rs2_n) begin
                BrEq= 1'b1;
                BrLt= 1'bx;
              end
              else begin
                BrEq= 1'b0;
                BrLt= 1'b1;
              end
            end
    endcase
  end
end
endmodule
==> design/flow/run.sh <==
#!/bin/bash
# OpenROAD 26Q1-2900-gdf79404cd8, Yosys 0.63+post, stock flow scripts
make -C /OpenROAD-flow-scripts/flow DESIGN_CONFIG=/design/flow/config.mk WORK_HOME=/design/flow/orfs finish
==> design/flow/config.mk <==
export PLATFORM = sky130hd
export DESIGN_NAME = alu
export DESIGN_NICKNAME = alu
export VERILOG_FILES = /design/flow/design.v
export SDC_FILE = /design/flow/constraint.sdc
export NUM_CORES = 4
export LEC_CHECK = 1
export CORE_UTILIZATION = 50
==> design/flow/constraint.sdc <==
current_design alu

set clk_period 14.5
set clk_io_pct 0.2

create_clock -name clk0 -period $clk_period

set non_clock_inputs [all_inputs -no_clocks]
set_input_delay [expr $clk_period * $clk_io_pct] -clock clk0 $non_clock_inputs
set_output_delay [expr $clk_period * $clk_io_pct] -clock clk0 [all_outputs]
==> deck_impl_summary.md <==
Flow Results at a Glance

Routing
  – Routed WL: 49.0 mm
  – Residual DRC: 0
  – Final antenna diode count: 0
  – Antenna Nets Post-Route: 0
  – Avg Vias per Cell: 7.00
  – Average wire per cell in the routed design: 26.2 um
  – Initial DRC count: 1528
  – Router iterations before antenna repair: 6
  – Vias: 13071

Status
  – Outcome: completed

CTS
  – Post_cts resized: 0
  – # Post-CTS Setup Buffers: 0
  – Cts-stage hold buffer count: 0

Layout
  – Post-synthesis to final-layout area growth: 10.4%
  – Final Cell Area: 0.0114 mm^2
  – Share of cells above drive strength 1: 6.45%
  – Register area: 0 um^2
  – Post-layout util: 56.4%
  – Post-route non-filler standard cell count: 1867
  – Flop count: 0
  – Clock buffers: 0

Synth
  – Mapped Area: 0.0104 mm^2
  – Syn_area_per_cell: 6.52 um^2
  – Synth Seq Share: 0%
  – Yosys cell count: 1589
  – Yosys cell types: 82
  – Area reported by Yosys stat: 0.0104 mm^2
  – Post-Synthesis Cells: 1589
  – Yosys Warn Count: 2

Place
  – GPL Wtd Cong: 1.10
  – I/O Buffers: 100
  – Placed Instance Area: 0.0114 mm^2
  – Post-DP HPWL: 39.3 mm
  – Post-Place Cells: 1867

GRT
  – Overflow after GRT: 0
  – Vias in the first global route: 11696
  – Gr usage total: 46.1%
  – First-pass GRT wire length: 73.4 mm
  – Initial antenna violation count: 0
  – Largest net degree at the start of global routing: 72

Floorplan
  – Die footprint: 0.0213 mm^2
  – Die height: 146 um
  – Core area: 0.0203 mm^2
  – Rows: 52
  – Initial Util: 51.1%
  – I/O pin total: 100
  – Die width: 146 um

Timing
  – Final Hold Vio Count: 0
  – RSZ-0062 raised after global routing: false
  – FMAX: 83.4 MHz
  – Min Tclk post-route: 11.99 ns
  – Rel. slew slack: 44.0%
  – Period Utilization, post-route: 82.7%
  – Final tally of max-slew violations: 0
  – Worst Max-Slew Pin Slew: 0.831 ns
  – Final setup vio count: 0
  – TNS Setup: 0 ns

Power and ir drop
  – Pwr Total: 0.420 mW
  – Max VDD drop: 0.0294 mV
  – LEAKAGE: 4.41 nW
  – PwrDens: 36.7 mW/mm^2

Setup path
  – CP Class: input port to primary output
  – CP endpoint kind: primary output
  – Crit path launch type: input port
  – Worst EP arrival: 9.09 ns
  – Worst Path Required: 11.60 ns
  – Critical path peak fanout: 66

Flow run
  – MaxCap Viol Count: 0
  – Tool Warnings: 98

Hold path
  – Worst Hold Class: input port to primary output
[cell families after synthesis]
| family | synth area share (%) |
|---|---|
| XOR/XNOR | 5.66 |
| adder cells (fa/ha/maj) | 16.1 |
| AND-OR/OR-AND | 35.5 |
| multiplexers | 9.21 |
| AND/OR/NAND/NOR | 25.2 |
| buffers and inverters | 8.39 |
[layout make-up]
type                       count  area, um^2
multi-input combinational   1366        9520
fill                        1998        8860
timing repair buffer         128        1190
inverter                     103         387
tap                          270         338
[layout by cell type (no fill, tap or decap), drive strengths merged, types with 32 or more instances in the layout]
cell type,Yosys,routed
ha,130,130
clkdlybuf4s50,0,96
buf,40,32
nand3,52,52
inv,99,99
nor2,168,168
a21oi,141,141
a211oi,40,40
xnor2,65,65
nor3,41,41
o21ai,122,122
nand2,145,145
nor4,35,35
[path summary, 6_finish.rpt]
kind | start | endpoint | slack [ns] | depth (start not counted)
setup / recovery | in2[0] | alu_out[15] | 2.51 | 24
hold / removal | in2[2] | alu_out[0] | 7.00 | 8
[critical path: stages]
cell and delay [ns]:
buf_4 0.21, buf_4 0.37, nor4_2 0.35, buf_4 0.19, nand2_2 0.10, nor3_2 0.27, nand3_1 0.22, nor4_2 0.26
nand2_1 0.16, nor3_1 0.31, nand2_1 0.17, nor4_1 0.27, xnor2_1 0.12, ha_1 0.31, nand4_1 0.17, nor3_1 0.37
o21ai_0 0.21, a31o_2 0.27, nand4_1 0.08, a32o_1 0.50, buf_4 0.44, o2111a_1 0.29, o211ai_1 0.12, clkdlybuf4s50_1 0.42
[power by group]
group          switching (mW)  internal (mW)  total, mW
Combinational           0.255          0.165      0.420
Clock                       0              0          0
Sequential                  0              0          0
[per-layer routing]
metal	GRT usage [%]	share of wire [%]	up-vias
li1	-	-	5935
met1	61.2	38	5987
met2	72.2	44	975
met3	7.71	11	174
met4	24.6	7.0	0
met5	0	0	-
[synthesized netlist by cell type (10+ instances only)]
library cell  count  area share (%)
nor2_1          167             6.0
nand2_1         144             5.2
a21oi_1         141             6.8
ha_1            130              16
o21ai_0         112             5.4
inv_1            92             3.3
clkbuf_1         80             2.9
xnor2_1          65             5.5
nand3_1          52             2.5
nor3_1           39             1.9
a211oi_1         34             2.5
mux2i_1          29             2.8
o211ai_1         29             2.1
nor4_1           28             1.7
mux4_2           26             5.6
o22ai_1          25             1.5
buf_1            24            0.87
nand2b_1         23             1.4
a221oi_1         22             1.9
a22oi_1          22             1.6
a31oi_1          22             1.3
nand4_1          21             1.3
a21o_1           18             1.3
o21bai_1         18             1.3
a221o_1          16             1.5
buf_2            14            0.68
and3_1           12            0.72
and2_1           11            0.66
o2111ai_1        11            0.93
or3_1            11            0.66
nor2b_1          10            0.60
o21ai_1          10            0.48
[per-stage QoR]
| step | hold WS [ns] | setup slack (ns) |
|---|---|---|
| 6_report | 7.00 | 2.51 |
| 5_1_grt | 7.10 | 2.15 |
| 4_1_cts | 6.99 | 2.66 |
| 3_5_place_dp | 6.99 | 2.68 |
| 3_3_place_gp | 6.98 | 2.87 |
| 2_1_floorplan | 5.98 | 4.52 |
Power figures rest on the tool's default switching activity, not on a simulated workload.
