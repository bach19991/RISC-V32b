$ cat design/flow/design.v
module ID_to_EX (input clk, rst_n,flush,  
                 input [31:0] pc_in, pc_add4,  
                 input [31:0] data1_in, data2_in,  
                 input [31:0] imm_in,inst,  
                 input [4:0] rd, rs1, rs2,
                 input [3:0] alu_op, 
                 input branch, memRW,
                 input RegW, 
                 input [1:0] MemReg,
                 input B_sel_in,  
				 output reg B_sel_out, 
                 output reg [3:0] alu_op_out, 
                 output reg branch_out, memRW_out, 
                 output reg RegW_out, 
                 output reg [1:0] MemReg_out,
                 output reg [31:0] pc_out, pc_add4_out,  
                 output reg [4:0] rd_out, rs1_out, rs2_out,
                 output reg [31:0] data1_out, data2_out,  
                 output reg [31:0] imm_out,inst_out);  
always @(posedge clk) begin
  if (!rst_n) begin
    B_sel_out  <= 1'b0; 
    alu_op_out <= 1'b0;
    branch_out <= 1'b0;
    memRW_out <= 1'b0;
    RegW_out <= 1'b0;
    MemReg_out <= 2'b00;
    rd_out <= 5'b11111;
    rs1_out <= 5'b00000;
    rs2_out <= 5'b00000;
    pc_out <= 32'h00000000;
    pc_add4_out <= 32'h00000000;
    data1_out <= 32'h00000000;
    data2_out <= 32'h00000000;
    imm_out <= 32'h00000000;
	inst_out <= 32'h11111111;
  end 
  else if (flush) begin
	B_sel_out  <= 1'b0; 
    alu_op_out <= 1'b0;
    branch_out <= 1'b0;
    memRW_out <= 1'b0;
    RegW_out <= 1'b0;
    MemReg_out <= 2'b00;
    rd_out <= 5'b11111;
    rs1_out <= 5'b00000;
    rs2_out <= 5'b00000;
    pc_out <= 32'h00000000;
    pc_add4_out <= 32'h00000000;
    data1_out <= 32'h00000000;
    data2_out <= 32'h00000000;
    imm_out <= 32'h00000000;
	inst_out <= 32'h11111111;
	end
  else begin
	B_sel_out <= B_sel_in; 
    alu_op_out <= alu_op;
    branch_out <= branch;
    memRW_out <= memRW;
    RegW_out <= RegW;
    MemReg_out <= MemReg;
    rd_out <= rd;
    rs1_out <= rs1;
    rs2_out <= rs2;
    pc_out <= pc_in;
    pc_add4_out <= pc_add4;
    data1_out <= data1_in;
    data2_out <= data2_in;
    imm_out <= imm_in;
	inst_out <= inst;
  end
end
endmodule
$ cat design/flow/run.sh
#!/bin/bash
# OpenROAD 26Q1-2900-gdf79404cd8, Yosys 0.63+post, stock flow scripts
make -C /OpenROAD-flow-scripts/flow DESIGN_CONFIG=/design/flow/config.mk WORK_HOME=/design/flow/orfs finish
$ cat design/flow/config.mk
export PLATFORM = sky130hd
export DESIGN_NAME = ID_to_EX
export DESIGN_NICKNAME = ID_to_EX
export VERILOG_FILES = /design/flow/design.v
export SDC_FILE = /design/flow/constraint.sdc
export NUM_CORES = 4
export LEC_CHECK = 1
export CORE_AREA = 10 10 227 227
export DIE_AREA = 0 0 237 237
$ cat design/flow/constraint.sdc
current_design ID_to_EX

set clk_period 1.0
set clk_io_pct 0.2

create_clock -name clk0 -period $clk_period [get_ports {clk}]

set non_clock_inputs [all_inputs -no_clocks]
set_input_delay [expr $clk_period * $clk_io_pct] -clock clk0 $non_clock_inputs
set_output_delay [expr $clk_period * $clk_io_pct] -clock clk0 [all_outputs]
==> Slide: Implementation Results <==
Synthesis and Place & Route Summary

Final timing
  • Max-slew violation count: 0
  • Crit path time final: ~1.2 ns
  • Worst-margin pin slew: 0.291 ns
  • Final setup violating endpoints: 217
  • RSZ-0062 raised after global routing: yes
  • Worst rel slew slack: 80.6%
  • Period utilization: 118%
  • Fin. Hold Viols: 0
  • Peak Freq: 0.846 GHz
  • Final setup margin: -0.182 ns

Route
  • 1st-pass router iterations: 4
  • Vias per cell: around 3.3
  • WL per Instance: 16.8 um
  • Vias: around 5200
  • DR iter-0 viols: 82
  • WL final: 26100 um
  • Remaining DRCs: 0
  • DRT antenna net count: 0

Synthesis
  • Mapped Cells: 482
  • Yosys Chip Area: 6570 um2
  • Yosys reg bits: 217
  • Mean Syn Cell Area: between 10 and 15 um2
  • # Cells Yosys: 482
  • Post-Syn Area: ~6600 um2
  • Yosys cell types: 7
  • Synth top area cells: dfxtp_1, and3b_1, buf_6
  • Syn. warnings: 1
  • Synth area leader: dfxtp_1
  • Top-area cell share: 66.1%
  • Register area share after synthesis: 66.1%

Global route
  • Global-route wire length before repair: about 38000 um
  • Initial antenna violation count: 2
  • Global-route usage over all layers: 8.78%
  • Largest net degree at the start of global routing: 79
  • Grt ovf: 0
  • Vias in the first global route: 5402

Clocking
  • Clk sinks: ~220
  • Num CTS Buffers: 26
  • CTS tree: yes
  • Total setup buffers inserted after CTS: 0
  • CTS H-tree depth: 1
  • CTS Buffer Depth: 3
  • Clock slew at reported path FFs: 0.06 ns
  • CTS root buf: clkbuf_16

Setup path
  • Buf+Inv Stages, Crit Path: 1
  • CP Data Required Time: 0.80 ns
  • Critical Path, Cell by Cell: buf_6
  • Maximum fanout along the worst path: 1
  • WP depth: 1
  • Slowest-stage cell, CP: dfxtp_2
  • Crit path largest cell delay: 0.35 ns
  • Worst Setup Start Kind: register
  • Family with the most delay on the worst path: flip-flops
  • Worst setup EP type: primary output
  • WS Path Type: reg2out
  • Arr. time, crit path: 0.98 ns

Flow run
  • Tool warnings: 27
  • Maxcap violations: 0

Cells and area
  • Top cells excl fill/tap: clkdlybuf4s50_1, and3b_1, buf_2
  • Area Overhead vs Synth: 76.1%
  • Fillers: 4911
  • Final core utilization: 24.9%
  • Logic area: 1900 um2
  • Flop area: 4410 um2
  • Most instantiated logic cell after routing: clkdlybuf4s50_1
  • Share of post-route cells with drive strength above 1: 35.6%
  • Non-filler instance count after layout: 1550

Die
  • Die H: about 240 um
  • Die area: 56200 um2
  • Core area: 46600 um2
  • Io pins: 437
  • Die width: 237 um
  • Num rows: 79
  • Starting Density: roughly 14%

Placed design
  • Placed insts: ~1500
  • Post-Place Worst Slack: -0.141 ns
  • DP Wirelength: between 20000 and 25000 um
  • Gpl congestion: approximately 0.82
  • IO buf count: 436

Min path
  • Hold crit path type: in2reg
  • WHS Path Cells: 3

Status
  • Failing checks: negative setup slack
  • Status: complete, but fails checks

Pwr
  • Leak: 5.80 nW
  • P per Cell Area: 1730 nW/um2
  • Peak VDD IR: between 0.001 and 0.0015 V
  • Design Power: 20.0 mW
[routing by layer]
metal,vias up,GRT usage (%),wire length (um)
li1,2530,-,-
met1,2373,10.7,10300
met2,239,14.5,12500
met3,40,3.30,2550
met4,2,2.01,677
met5,-,0,11
[cell type report]
class	count	area share, %
Antenna cell	3	0.0649
Multi-Input combinational cell	217	16.4
Sequential cell	217	38.1
Tap cell	607	6.56
Timing Repair Buffer	461	31.7
Clock inverter	10	0.692
Clock buffer	35	6.44
[cell families after synthesis]
group | after synthesis | synth area share, %
flip-flops | 217 | 66.1
AND/OR/NAND/NOR | 217 | 28.9
buffers and inverters | 48 | 4.97
[power by group]
group	switching, mW	internal, mW
clock	3.64	5.44
sequential	0.0863	9.01
combinational	0.535	1.34
total	4.26	15.8
[stage by stage]
stage	area, um2	hold slack, ns	TNS, ns
after global routing	11600	0.116	-41.24
after floorplan	6570	0.303	0
after CTS	11500	0.0946	-40.99
after detailed placement	11600	0.532	-3.60
final	11600	0.129	-30.03
after global placement	11600	0.525	-2.85
[sequential cells by signal, indices dropped and copies added (netlist names)]
signal	cells
rs2_out	5
MemReg_out	2
rs1_out	5
pc_out	32
imm_out	32
RegW_out	1
B_sel_out	1
pc_add4_out	32
rd_out	5
data1_out	32
alu_op_out	4
data2_out	32
inst_out	32
memRW_out	1
branch_out	1
[synthesized netlist by cell type]
library cell,count
clkbuf_1,9
and3b_1,204
buf_2,21
buf_4,4
or3b_1,13
dfxtp_1,217
buf_6,14
[path summary, 6_finish.rpt]
kind	startpoint	endpoint	slack [ns]
worst max-delay path	data2_out[26]	data2_out[26]	-0.18
worst min-delay path	rst_n	imm_out[2]	0.13
[what timing repair did]
| item | CTS | global route |
|---|---|---|
| endpoints found under the setup margin | 217 | 217 |
| gates cloned | 0 | 0 |
| endpoints found under the hold margin | 2 | 0 |
| resized | 772 | 33 |
| hold buffers | 1 | 0 |
Power figures rest on the tool's default switching activity, not on a simulated workload.
